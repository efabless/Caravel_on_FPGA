==> design.v <==
`default_nettype none
`default_nettype wire
module user_project_wrapper #(
    parameter BITS = 32
)(
    input wb_clk_i,
    input wb_rst_i,
    input wbs_stb_i,
    input wbs_cyc_i,
    input wbs_we_i,
    input [3:0] wbs_sel_i,
    input [31:0] wbs_dat_i,
    input [31:0] wbs_adr_i,
    output wbs_ack_o,
    output [31:0] wbs_dat_o,
    input  [127:0] la_data_in,
    output [127:0] la_data_out,
    input  [127:0] la_oenb,
    input  [(19 + 19)-1:0] io_in,
    output [(19 + 19)-1:0] io_out,
    output [(19 + 19)-1:0] io_oeb,
    inout [(19 + 19)-10:0] analog_io,
    input   user_clock2,
    output [2:0] user_irq
);
assign io_out = io_in;
wire wbs_cyc_i_user;
wire  wbs_ack_o_user;
wire [31:0] wbs_dat_o_user;
wire  wbs_cyc_i_debug;
wire wbs_ack_o_debug;
wire [31:0] wbs_dat_o_debug;
assign wbs_cyc_i_user  = (wbs_adr_i[31:3] != 29'h601FFFF) ? wbs_cyc_i : 0; 
assign wbs_cyc_i_debug = (wbs_adr_i[31:3] == 29'h601FFFF) ? wbs_cyc_i : 0; 
assign wbs_ack_o = (wbs_adr_i[31:3] == 28'h601FFFF) ? wbs_ack_o_debug : wbs_ack_o_user; 
assign wbs_dat_o = (wbs_adr_i[31:3] == 28'h601FFFF) ? wbs_dat_o_debug : wbs_dat_o_user; 
assign wbs_ack_o_user = 0;
debug_regs debug(
    .wb_clk_i(wb_clk_i),
    .wb_rst_i(wb_rst_i),
    .wbs_cyc_i(wbs_cyc_i_debug),
    .wbs_stb_i(wbs_stb_i),
    .wbs_we_i(wbs_we_i),
    .wbs_sel_i(wbs_sel_i),
    .wbs_adr_i(wbs_adr_i),
    .wbs_dat_i(wbs_dat_i),
    .wbs_ack_o(wbs_ack_o_debug),
    .wbs_dat_o(wbs_dat_o_debug)
);
endmodule	 
module debug_regs (    
    input wb_clk_i,
    input wb_rst_i,
    input wbs_stb_i,
    input wbs_cyc_i,
    input wbs_we_i,
    input [3:0] wbs_sel_i,
    input [31:0] wbs_dat_i,
    input [31:0] wbs_adr_i,
    output reg wbs_ack_o,
    output reg [31:0] wbs_dat_o);
    reg [31:0] debug_reg_1;
    reg [31:0] debug_reg_2;
    always @(posedge wb_clk_i or posedge wb_rst_i) begin
        if (wb_rst_i) begin
            debug_reg_1 <=0;
            debug_reg_2 <=0;
            wbs_dat_o   <=0;
            wbs_ack_o   <=0;
        end else if (wbs_cyc_i && wbs_stb_i && wbs_we_i && !wbs_ack_o && (wbs_adr_i[3:0]==4'hC||wbs_adr_i[3:0]==4'h8))begin  
            debug_reg_1[7:0]    <= ((wbs_adr_i[3:0]==4'h8) && wbs_sel_i[0])?  wbs_dat_i[7:0]   :debug_reg_1[7:0];
            debug_reg_1[15:8]   <= ((wbs_adr_i[3:0]==4'h8) && wbs_sel_i[1])?  wbs_dat_i[15:8]  :debug_reg_1[15:8];
            debug_reg_1[23:16]  <= ((wbs_adr_i[3:0]==4'h8) && wbs_sel_i[2])?  wbs_dat_i[23:16] :debug_reg_1[23:16];
            debug_reg_1[31:24]  <= ((wbs_adr_i[3:0]==4'h8) && wbs_sel_i[3])?  wbs_dat_i[31:24] :debug_reg_1[31:24];
            debug_reg_2[7:0]    <= ((wbs_adr_i[3:0]==4'hC) && wbs_sel_i[0])?  wbs_dat_i[7:0]   :debug_reg_2[7:0];
            debug_reg_2[15:8]   <= ((wbs_adr_i[3:0]==4'hC) && wbs_sel_i[1])?  wbs_dat_i[15:8]  :debug_reg_2[15:8];
            debug_reg_2[23:16]  <= ((wbs_adr_i[3:0]==4'hC) && wbs_sel_i[2])?  wbs_dat_i[23:16] :debug_reg_2[23:16];
            debug_reg_2[31:24]  <= ((wbs_adr_i[3:0]==4'hC) && wbs_sel_i[3])?  wbs_dat_i[31:24] :debug_reg_2[31:24];
            wbs_ack_o <= 1;
        end else if (wbs_cyc_i && wbs_stb_i && !wbs_we_i && !wbs_ack_o && (wbs_adr_i[3:0]==4'hC||wbs_adr_i[3:0]==4'h8)) begin  
            wbs_dat_o <= ((wbs_adr_i[3:0]==4'hC)) ? debug_reg_2 : debug_reg_1; 
            wbs_ack_o <= 1;
        end else begin 
            wbs_ack_o <= 0;
            wbs_dat_o <= 0;
        end
    end
endmodule
`default_nettype wire
==> run.sh <==
#!/bin/bash
# OpenROAD 26Q1-2900-gdf79404cd8, Yosys 0.63+post, stock flow scripts
make -C /OpenROAD-flow-scripts/flow DESIGN_CONFIG=/design/flow/config.mk WORK_HOME=/design/flow/orfs finish
==> config.mk <==
export PLATFORM = sky130hd
export DESIGN_NAME = user_project_wrapper
export DESIGN_NICKNAME = user_project_wrapper
export VERILOG_FILES = /design/flow/design.v
export SDC_FILE = /design/flow/constraint.sdc
export NUM_CORES = 4
export LEC_CHECK = 1
export CORE_AREA = 10 10 249 249
export DIE_AREA = 0 0 259 259
==> constraint.sdc <==
current_design user_project_wrapper

set clk_period 4.6
set clk_io_pct 0.2

create_clock -name clk0 -period $clk_period [get_ports {wb_clk_i}]

set non_clock_inputs [all_inputs -no_clocks]
set_input_delay [expr $clk_period * $clk_io_pct] -clock clk0 $non_clock_inputs
set_output_delay [expr $clk_period * $clk_io_pct] -clock clk0 [all_outputs]
==> flow_summary.html <==
<h2>Synthesis and place &amp; route</h2>
<table>
<tr><th>Metric</th><th>Value</th></tr>
<tr><th colspan="2">Drt</th></tr>
<tr><td>Met1 routed wirelength after detailed routing</td><td>7558 µm</td></tr>
<tr><td>Remaining antenna violation count after routing</td><td>0</td></tr>
<tr><td>Length of the first detailed-routing pass in iterations</td><td>4</td></tr>
<tr><td>Detailed-route via count</td><td>around 3,400</td></tr>
<tr><td>Number of violations reported at the end of detailed-routing iteration 0</td><td>94</td></tr>
<tr><td>Number of antenna diodes</td><td>0</td></tr>
<tr><td>Wire length on met3</td><td>1528 µm</td></tr>
<tr><td>Amount of wire on met2 after detailed routing</td><td>roughly 6300 µm</td></tr>
<tr><td>Routed WL</td><td>about 16,000 µm</td></tr>
<tr><td>Ratio of routed vias to standard cells</td><td>2.515</td></tr>
<tr><td>Average detailed-routed wire length per instance</td><td>11.70 µm</td></tr>
<tr><td>DRC violations left</td><td>0</td></tr>
<tr><td>Uppermost layer routed</td><td>met4</td></tr>
<tr><th colspan="2">Worst hold path</th></tr>
<tr><td>Hold_sp</td><td>debug.debug_reg_1[23]</td></tr>
<tr><td>Hold worst-path end</td><td>debug.debug_reg_1[23]</td></tr>
<tr><td>Min-delay worst type</td><td>flop to flop</td></tr>
<tr><td>Cells on Worst Hold Path</td><td>1</td></tr>
<tr><th colspan="2">Placed design</th></tr>
<tr><td>Total of buffers placed on input and output ports</td><td>105</td></tr>
<tr><td>Routability congestion estimate from global placement</td><td>~0.75</td></tr>
<tr><td>Placed Area</td><td>between 6000 and 7000 µm²</td></tr>
<tr><td>Half-perimeter wire length after placement</td><td>12,380 µm</td></tr>
<tr><th colspan="2">Clocking</th></tr>
<tr><td>Hold-fix buffers, CTS</td><td>0</td></tr>
<tr><td>Clock input transition at the sequential cells of the worst setup and hold paths</td><td>approximately 0.07 ns</td></tr>
<tr><td>Maximum root-to-sink buffer count</td><td>2</td></tr>
<tr><td>Number of clock sinks seen by CTS</td><td>97</td></tr>
<tr><td>CTS tree</td><td>done</td></tr>
<tr><td>Master cell of the clock root buffer</td><td>sky130_fd_sc_hd__clkbuf_16</td></tr>
<tr><td>Clk latency late pin</td><td>0.37 ns</td></tr>
<tr><td>Cell resize tally after clock tree synthesis</td><td>0</td></tr>
<tr><td>Clock buffer count from CTS</td><td>9</td></tr>
<tr><td>Post-CTS setup buffers</td><td>0</td></tr>
<tr><td>Number of H-tree levels</td><td>3</td></tr>
<tr><th colspan="2">Timing</th></tr>
<tr><td>Final hold slack</td><td>0.4923 ns</td></tr>
<tr><td>Setup TNS after final layout</td><td>0 ns</td></tr>
<tr><td>Time the final worst path needs with I/O delays and setup</td><td>roughly 4 ns</td></tr>
<tr><td>Setup violations, final</td><td>0</td></tr>
<tr><td>Worst-margin pin slew</td><td>about 0.75 ns</td></tr>
<tr><td>Share of the clock period used by the worst path</td><td>0.8518</td></tr>
<tr><td>Max-slew headroom</td><td>0.4989</td></tr>
<tr><td>Endpoints failing hold</td><td>0</td></tr>
<tr><td>Post-Route Skew</td><td>0.01273 ns</td></tr>
<tr><td>Max Transition Viols Final</td><td>0</td></tr>
<tr><td>Endpoints left unconstrained</td><td>29</td></tr>
<tr><td>Achievable Freq</td><td>0.2552 GHz</td></tr>
<tr><td>RSZ-0062 raised after global routing</td><td>false</td></tr>
<tr><th colspan="2">Floorplanning</th></tr>
<tr><td>Starting density of the core</td><td>0.1036</td></tr>
<tr><td>IO Pins</td><td>637</td></tr>
<tr><td>Area of the die</td><td>roughly 67,000 µm²</td></tr>
<tr><td>Count of standard-cell rows</td><td>87</td></tr>
<tr><td>Vertical die dimension</td><td>roughly 260 µm</td></tr>
<tr><td>Die width</td><td>roughly 260 µm</td></tr>
<tr><td>Core box area</td><td>56,500 µm²</td></tr>
<tr><th colspan="2">Yosys</th></tr>
<tr><td>Cell count listed in synth_stat.txt</td><td>513</td></tr>
<tr><td>Average cell area after synthesis</td><td>roughly 11 µm²</td></tr>
<tr><td>Syn. warnings</td><td>202</td></tr>
<tr><td>Share of synthesized area occupied by flip-flops and latches</td><td>0.4148</td></tr>
<tr><td>Instance count of the mapped netlist</td><td>513</td></tr>
<tr><td>Chip area from the yosys synthesis statistics</td><td>5852 µm²</td></tr>
<tr><td>Flip-flop and latch count after synthesis</td><td>97</td></tr>
<tr><td>Cell variety after synth</td><td>28</td></tr>
<tr><td>Cell area after synthesis</td><td>5852 µm²</td></tr>
<tr><th colspan="2">Layout</th></tr>
<tr><td>Final Cell Area</td><td>7246 µm²</td></tr>
<tr><td>Fraction of layout cells with a size suffix above 1</td><td>0.1681</td></tr>
<tr><td>Area delta synth-&gt;final</td><td>23.82%</td></tr>
<tr><th colspan="2">Pwr</th></tr>
<tr><td>Fraction of power spent switching nets</td><td>0.2615</td></tr>
<tr><td>Static Leak</td><td>roughly 3.2 nW</td></tr>
<tr><td>Peak supply drop</td><td>0.1661 mV</td></tr>
<tr><td>Cell Int Power</td><td>1.308 mW</td></tr>
<tr><td>Fraction of power consumed by sequential logic</td><td>0.481</td></tr>
<tr><td>Combinational power share</td><td>0.076</td></tr>
<tr><td>Clock Power Share</td><td>0.444</td></tr>
<tr><td>Net load switching power</td><td>~0.46 mW</td></tr>
<tr><td>Power density over the cells</td><td>244.5 nW/µm²</td></tr>
<tr><th colspan="2">Worst setup path</th></tr>
<tr><td>Critical path endpoint category</td><td>output port</td></tr>
<tr><td>CP Max Fanout</td><td>10</td></tr>
<tr><td>Critical Setup Path Class</td><td>input port to output port</td></tr>
<tr><td>Required time of the worst setup path</td><td>3.68 ns</td></tr>
<tr><td>Worst reg2reg path startpoint</td><td>debug.wbs_ack_o</td></tr>
<tr><td>Worst r2r dst</td><td>debug.debug_reg_2[2]</td></tr>
<tr><td>CP Launch Type</td><td>input port</td></tr>
<tr><td>Worst reg2reg path depth</td><td>4</td></tr>
<tr><td>Arrival time at the worst endpoint</td><td>approximately 3.0 ns</td></tr>
<tr><td>Internal reg-to-reg setup slack</td><td>~2.5 ns</td></tr>
<tr><th colspan="2">Global routing</th></tr>
<tr><td>Vias in the first global route</td><td>4,036</td></tr>
<tr><td>Grt total ovfl</td><td>0</td></tr>
<tr><td>Global-route wire length before repair</td><td>23,270 µm</td></tr>
<tr><td>Number of antenna violations at the first check in global routing</td><td>1</td></tr>
<tr><td>Overall track demand over capacity in global routing</td><td>0.04577</td></tr>
<tr><td>Largest net degree at the start of global routing</td><td>58</td></tr>
<tr><th colspan="2">Status</th></tr>
<tr><td>Result of the run</td><td>complete, no violations</td></tr>
<tr><th colspan="2">Flow run</th></tr>
<tr><td>Total tool warning count</td><td>311</td></tr>
<tr><td>Max capacitance violation total</td><td>0</td></tr>
</table>
[worst max-delay path: stages]
cell	delay, ns
sky130_fd_sc_hd__clkdlybuf4s50_1	0.45
sky130_fd_sc_hd__buf_4	0.17
sky130_fd_sc_hd__nand4_1	0.12
sky130_fd_sc_hd__nor4_2	0.25
sky130_fd_sc_hd__buf_4	0.36
sky130_fd_sc_hd__and3_2	0.24
sky130_fd_sc_hd__clkdlybuf4s50_1	0.45
[how the worst max path moves through the flow]
stage / startpoint / endpoint / slack, ns
6_report: wbs_adr_i[3] / wbs_ack_o / 0.68
5_1_grt: wbs_adr_i[3] / wbs_ack_o / 0.59
4_1_cts: wbs_adr_i[3] / wbs_ack_o / 0.68
[sequential cells by signal, summed over array words and instances (netlist names)]
| register | cells |
|---|---|
| debug.debug_reg_1 | 32 |
| debug.debug_reg_2 | 32 |
| debug.wbs_ack_o | 1 |
| debug.wbs_dat_o | 32 |
[layer usage]
metal  vias to the layer above  GRT usage
met2                       234    0.06440
met3                        27    0.02128
met4                         0   0.009639
met1                      1604    0.06308
li1                       1518          -
met5                         -          0
[stage by stage]
| step | instances | utilization | setup slack [ns] | power (mW) |
|---|---|---|---|---|
| 6_report | 1345 | 0.1283 | 0.6816 | 1.772 |
| 5_1_grt | 1345 | 0.1283 | 0.5929 | 1.875 |
| 4_1_cts | 1345 | 0.1283 | 0.6771 | 1.825 |
| 3_5_place_dp | 1329 | 0.1228 | 0.6740 | 1.010 |
| 3_3_place_gp | 1329 | 0.1228 | 0.6556 | 1.012 |
| 2_1_floorplan | 681 | - | 1.146 | 1.031 |
[layout make-up]
class / count / area (µm²)
inverter: 4 / 17.52
multi-input combinational: 358 / 2427
clock inverter: 7 / 83.83
clock buffer: 9 / 225.2
fill: 6368 / 49250
tap: 756 / 945.9
timing repair buffer: 114 / 1119
sequential: 97 / 2427
[kinds of logic after synthesis]
kind of cell | Yosys count | share of synthesized area
AND/OR/NAND/NOR | 61 | 0.08039
AND-OR/OR-AND | 32 | 0.04105
buffers and inverters | 226 | 0.2820
multiplexers | 96 | 0.1811
flip-flops | 97 | 0.4148
other | 1 | 0.0006408
[synth_stat cells (all sizes together)]
| cell | number | share of area |
|---|---|---|
| nor2 | 34 | 0.023 |
| mux2i | 32 | 0.055 |
| conb | 1 | 0.00064 |
| nand4 | 11 | 0.032 |
| and3 | 5 | 0.0056 |
| nand4bb | 1 | 0.0019 |
| nand2 | 1 | 0.00064 |
| nand3b | 2 | 0.0026 |
| dfrtp | 97 | 0.41 |
| or4b | 1 | 0.0017 |
| or3b | 1 | 0.0015 |
| a211oi | 32 | 0.041 |
| or4 | 1 | 0.0013 |
| mux2 | 64 | 0.13 |
| nor4 | 3 | 0.0068 |
| clkbuf | 7 | 0.0045 |
| buf | 215 | 0.27 |
| nand3 | 1 | 0.0030 |
| inv | 4 | 0.0026 |
[cell usage in the layout (no fill, tap or decap)]
| master | count |
|---|---|
| sky130_fd_sc_hd__nor2_1 | 32 |
| sky130_fd_sc_hd__mux2_1 | 7 |
| sky130_fd_sc_hd__nand3b_1 | 2 |
| sky130_fd_sc_hd__nand3_4 | 1 |
| sky130_fd_sc_hd__mux2_2 | 52 |
| sky130_fd_sc_hd__clkinv_8 | 2 |
| sky130_fd_sc_hd__inv_2 | 1 |
| sky130_fd_sc_hd__nand4bb_1 | 1 |
| sky130_fd_sc_hd__nor2_4 | 2 |
| sky130_fd_sc_hd__and3_2 | 1 |
| sky130_fd_sc_hd__mux2_4 | 5 |
| sky130_fd_sc_hd__inv_8 | 3 |
| sky130_fd_sc_hd__or3b_1 | 1 |
| sky130_fd_sc_hd__and3_1 | 4 |
| sky130_fd_sc_hd__clkbuf_16 | 9 |
| sky130_fd_sc_hd__nor4_4 | 2 |
| sky130_fd_sc_hd__a211oi_1 | 32 |
| sky130_fd_sc_hd__or4_1 | 1 |
| sky130_fd_sc_hd__clkdlybuf4s50_1 | 105 |
| sky130_fd_sc_hd__inv_1 | 2 |
| sky130_fd_sc_hd__nand4_1 | 3 |
| sky130_fd_sc_hd__clkinv_4 | 2 |
| sky130_fd_sc_hd__mux2i_1 | 32 |
| sky130_fd_sc_hd__or4b_1 | 1 |
| sky130_fd_sc_hd__inv_4 | 1 |
| sky130_fd_sc_hd__buf_4 | 9 |
| sky130_fd_sc_hd__nand2_1 | 1 |
| sky130_fd_sc_hd__conb_1 | 169 |
| sky130_fd_sc_hd__nand4_4 | 8 |
| sky130_fd_sc_hd__dfrtp_1 | 97 |
| sky130_fd_sc_hd__nor4_2 | 1 |
[power by group through the flow]
stage / combinational (mW) / clock, mW / sequential (mW)
finish: 0.134 / 0.786 / 0.852
global route: 0.156 / 0.867 / 0.852
CTS: 0.142 / 0.831 / 0.852
Power and IR drop assume default switching activity.
